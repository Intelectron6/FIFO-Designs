===== config.mk =====
export PLATFORM = sky130hd
export DESIGN_NAME = synchronous_fifo
export DESIGN_NICKNAME = synchronous_fifo
export VERILOG_FILES = /design/flow/design.v
export SDC_FILE = /design/flow/constraint.sdc
export NUM_CORES = 4
export LEC_CHECK = 1
export CORE_UTILIZATION = 40

===== constraint.sdc =====
current_design synchronous_fifo

set clk_period 6.1
set clk_io_pct 0.2

create_clock -name clk0 -period $clk_period [get_ports {clk}]

set non_clock_inputs [all_inputs -no_clocks]
set_input_delay [expr $clk_period * $clk_io_pct] -clock clk0 $non_clock_inputs
set_output_delay [expr $clk_period * $clk_io_pct] -clock clk0 [all_outputs]

===== design.v =====
module synchronous_fifo (input clk,
                      	 input rst_n,
                      	 input wrt_en,
                      	 input rd_en,
                      	 input [15:0] data_in,
                         output [15:0] data_out,
                         output full, 
                      	 output empty);
	reg [3:0] wtr_ptr;
	reg [3:0] rd_ptr;
	reg [15:0] fifo_mem [0:7];
	wire wrap_around;
	always@(posedge clk or negedge rst_n) 
	begin
		if (~rst_n) 
		begin
			wtr_ptr <= 0; 
			rd_ptr <= 0;
		end
		else if (wrt_en & !full) 
		begin
			fifo_mem[wtr_ptr[2:0]] <= data_in;
			wtr_ptr <= wtr_ptr + 1;
		end
		else if (rd_en & !empty) 
			rd_ptr <= rd_ptr + 1;
   	end
	assign data_out = fifo_mem[rd_ptr[2:0]];
	assign wrap_around = wtr_ptr[3] ^ rd_ptr[3];   
	assign full = wrap_around & (wtr_ptr[2:0] == rd_ptr[2:0]);
	assign empty = (wtr_ptr == rd_ptr);
endmodule

===== run.sh =====
#!/bin/bash
# OpenROAD 26Q1-2900-gdf79404cd8, Yosys 0.63+post, stock flow scripts
make -C /OpenROAD-flow-scripts/flow DESIGN_CONFIG=/design/flow/config.mk WORK_HOME=/design/flow/orfs finish

==> Changelog: implementation <==
## Implementation

- Worst-Margin Slew: approximately 0.79 ns
- Core area: 13,190 um2
- Yosys stat area: approximately 5400 um2
- GR peak layer: met1
- Number of enable flip-flop cells: 128
- Most frequent cells in the layout: edfxtp_1, clkdlybuf4s50_1, a22oi_1, a31oi_1, clkbuf_16
- Final instance area: ~6500 um2
- Clk slew on worst S/H paths: 0.05 ns
- Vias in the first global route: ~3,100
- Share of cells above drive strength 1: 13.04%
- Clock share of power: 29.8%
- Final Hold Vio Count: 0
- Final Skew: 0.005775 ns
- Met2 usage: 25.62%
- Peak Freq: 209.4 MHz
- Met3 GRT Util: 9.498%
- Overall global routing resource usage: 17.92%
- Die height: 118.2 um
- Warning total across the stage logs: 33
- Cell Type Count: 36
- Pwr/cell area: 483.4 nW/um2
- RSZ-0062 raised after global routing: no
- Row Count: 42
- Crit share post-route: 78.29%
- Cts bufs inserted: 17
- Commonest flop: edfxtp_1
- H-tree Lvls: 4
- Post-CTS sizing: 0
- Internal power: 2.196 mW
- Cts hold-fix bufs: 0
- Status: complete, no violations
- Slew HR: a little under half
- Drt total wl: roughly 11 mm
- Global-route wire length before repair: 17.46 mm
- Setup Buffers After CTS: 0
- # Cells Yosys: 330
- Yosys warns: 2
- Die Area: 13,960 um2
- Starting density of the core: 40.91%
- Maximum number of pins on one net before global-route repair: 41
- WL per Instance: 19.69 um
- First-pass DRT Iterations: 4
- Crit path DAT: 3.56 ns
- Max clock buf depth: 2
- CTS tree: done
- Avg Synthesized Cell Area: about 16 um2
- Grt ovf: 0
- Max Transition Viols Final: 0
- Worst EP required: 4.88 ns
- Ant diodes: 0
- Synth flops: 136
- Switching Share: 30.60%
- VDD IR max: 0.0002115 V
- Crit-path max FO: 18
- FILL cells: 1,038
- Net switching power: 0.9683 mW
- Seq pwr share: 38.3%
- Residual DRC count: 0
- Tightest Hold Check Type: register to register
- Antenna violations before repair: 0
- Cells after Synth: between 300 and 400
- IO Port Bufs: 37
- Final core utilization: around 50%
- Dpl ws: 1.796 ns
- Startpoint Class: register
- Final Setup Violations: 0
- Most common cell after layout, fill and taps aside: edfxtp_1
- Netlist Area Pre-Place: 5396 um2
- P&R area growth vs syn: 21.28%
- I/O pins: 38
- DP HPWL: 6.467 mm
- Tmin final: 4.776 ns
- Multi-input logic area: ~1200 um2
- Initial DRC Count: 249
- Synth async-reset ratio: 5.882%
- Max-cap violation count: 0
- Root Buffer: clkbuf_16
- Synth Seq Share: 74.94%
- Chip width: 118.2 um
- Static leakage: 2.187 nW
- Setup CP Type: register to output port
- Final ANT Viol Nets: 0
- Via count: 3,079
- DP Area: 5998 um2
- Setup TNS: 0 ns
- GRT met1 Usage: 26.74%
- Min Hold Slack: 0.5282 ns
- GP Congestion: between 0.8 and 0.9
- CP endpoint kind: output port
- DR vias/cell: 5.430
- Overall power: 3.164 mW
- FF/Latch Area: 4044 um2
- Worst-skew pair later-pin latency: 0.40 ns
- Clock sink total: around 140
- Combinational Power Share: 31.9%
- Placed instance count: 535
- Worst setup margin: 1.324 ns
- Final Instance Count excl. Fillers: 567
registers in the layout, indices dropped and copies added, names as in the netlist:
| register | flops |
|---|---|
| rd_ptr | 4 |
| fifo_mem | 128 |
| wtr_ptr | 4 |
area by class of cell:
type | count | area share, %
Clock buffer | 21 | 6.729
Clock inverter | 11 | 1.625
Inverter | 9 | 0.5162
Multi-Input combinational cell | 164 | 18.83
Sequential cell | 136 | 61.79
Tap cell | 176 | 3.365
Timing Repair Buffer | 50 | 7.150
layer usage:
metal / part of all wire, % / routed length (um)
met5: 0 / 0
met4: 2.1 / 229
met3: 10 / 1113
met2: 46 / 5188
met1: 42 / 4634
final timing paths:
| path | cells past startpoint | slack (ns) | end | start |
|---|---|---|---|---|
| max | 7 | 1.32 | data_out[14] | rd_ptr[1] |
| min | 1 | 0.53 | wtr_ptr[3] | wtr_ptr[3] |
| max reg2reg | 6 | 2.88 | fifo_mem[7][1] | rd_ptr[2] |
| min reg2reg | 1 | 0.53 | wtr_ptr[3] | wtr_ptr[3] |
| max in group asynchronous | 1 | 4.70 | rd_ptr[2] | rst_n |
| min in group asynchronous | 1 | 1.11 | rd_ptr[0] | rst_n |
synth_stat cells, drive strengths merged (2+ instances only):
master  instances  area [um2]
ha             12       150.1
nand3           5       25.02
nor2           16       60.06
a31oi          18       112.6
or3             2       17.52
o21ai           3       15.01
a222oi         12       120.1
edfxtp        128        3844
nand2          12       45.04
a221oi          2       17.52
and3            6       37.54
and2            3       18.77
inv             9       33.78
nor4            2       12.51
mux2            9       101.4
o221ai          2       17.52
a22oi          26       195.2
xnor2           3       26.28
dfrtp           8       200.2
clkbuf         19       71.32
a21oi           3       15.01
xor2            4       53.81
buf             2       15.01
a41oi           7       61.31
nor3           10       50.05
kinds of logic after synthesis:
family	synth area share, %
flops	74.94
compound gates	11.18
simple gates	5.333
buf+inv	2.226
fa+ha+maj	2.782
mux	2.064
xor+xnor	1.484
worst max-delay path, stage by stage, from the launching register on:
cell,delay [ns]
dfrtp_1,0.86
ha_1,0.76
buf_4,0.34
a22oi_1,0.11
a41oi_1,0.25
nor2_1,0.07
a41oi_1,0.25
clkdlybuf4s50_1,0.51
power groups by stage:
stage | Clock [mW] | Combinational (mW) | Sequential (mW)
after CTS | 0.956 | 1.03 | 1.21
after global routing | 1.00 | 1.12 | 1.23
final | 0.942 | 1.01 | 1.21
No activity file was given, so power comes from the tool's default toggle rates.
