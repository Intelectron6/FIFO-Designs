`./constraint.sdc`:
```
current_design asynchronous_fifo

set clk_period 32.7
set clk_io_pct 0.2

create_clock -name clk0 -period $clk_period [get_ports {rd_clk}]
create_clock -name clk1 -period $clk_period [get_ports {wrt_clk}]

set non_clock_inputs [all_inputs -no_clocks]
set_input_delay [expr $clk_period * $clk_io_pct] -clock clk0 $non_clock_inputs
set_output_delay [expr $clk_period * $clk_io_pct] -clock clk0 [all_outputs]
```
`./design.v`:
```
module asynchronous_fifo (output [15:0] rd_data,
			  output full,
			  output empty,
			  input [15:0] wrt_data,
			  input wrt_en, wrt_clk, wrt_rst_n,
			  input rd_en, rd_clk, rd_rst_n);
	wire [5:0] wrt_addr, rd_addr;
	wire [6:0] wrt_ptr, rd_ptr, wq2_rd_ptr, rq2_wrt_ptr;
	sync_rd_2_wrt srw (wq2_rd_ptr, rd_ptr, wrt_clk, wrt_rst_n);
	sync_wrt_2_rd swr (rq2_wrt_ptr, wrt_ptr, rd_clk, rd_rst_n);
	fifo_mem fm (rd_data, wrt_data, wrt_addr, rd_addr, wrt_en, full, wrt_clk);
	rd_ptr_empty re (empty, rd_addr, rd_ptr, rq2_wrt_ptr, rd_en, rd_clk, rd_rst_n);
	wrt_ptr_full wf (full, wrt_addr, wrt_ptr, wq2_rd_ptr, wrt_en, wrt_clk, wrt_rst_n);
endmodule
module fifo_mem (output [15:0] rd_data,
		 input [15:0] wrt_data,
		 input [5:0] wrt_addr, rd_addr,
		 input wrt_en, full, wrt_clk);
	reg [15:0] mem [0:63];
	assign rd_data = mem [rd_addr];
	always @(posedge wrt_clk)
	begin
		if (wrt_en & (~full)) 
			mem [wrt_addr] <= wrt_data;
	end
endmodule
module rd_ptr_empty (output reg empty,
		     output [5:0] rd_addr,
		     output reg [6:0] rd_ptr,
		     input [6:0] rq2_wrt_ptr,
		     input rd_en, rd_clk, rd_rst_n);
	reg [6:0] rd_bin;
	wire [6:0] rd_gray_next, rd_bin_next;
	wire empty_val;
	always @(posedge rd_clk or negedge rd_rst_n)
		if (!rd_rst_n) 
			{rd_bin, rd_ptr} <= 0;
		else 
			{rd_bin, rd_ptr} <= {rd_bin_next, rd_gray_next};
	assign rd_bin_next = rd_bin + (rd_en & ~empty);
	assign rd_gray_next = (rd_bin_next>>1) ^ rd_bin_next;
	assign rd_addr = rd_bin[5:0];
	assign empty_val = (rd_gray_next == rq2_wrt_ptr);
	always @(posedge rd_clk or negedge rd_rst_n)
		if (!rd_rst_n)
			empty <= 1'b1;
		else 
			empty <= empty_val;
endmodule
module sync_rd_2_wrt (output reg [6:0] wq2_rd_ptr,
		      input [6:0] rd_ptr,
		      input wrt_clk, wrt_rst_n);
	reg [6:0] temp_ptr;
	always @(posedge wrt_clk or negedge wrt_rst_n)
		if (!wrt_rst_n) 
			{wq2_rd_ptr, temp_ptr} <= 0;
		else 
			{wq2_rd_ptr, temp_ptr} <= {temp_ptr, rd_ptr};
endmodule
module sync_wrt_2_rd (output reg [6:0] rq2_wrt_ptr,
		      input [6:0] wrt_ptr,
		      input rd_clk, rd_rst_n);
	reg [6:0] temp_ptr;
	always @(posedge rd_clk or negedge rd_rst_n)
		if (!rd_rst_n) 
			{rq2_wrt_ptr, temp_ptr} <= 0;
		else 
			{rq2_wrt_ptr, temp_ptr} <= {temp_ptr, wrt_ptr};
endmodule
module wrt_ptr_full (output reg full,
		     output [5:0] wrt_addr,
		     output reg [6:0] wrt_ptr,
		     input [6:0] wq2_rd_ptr,
		     input wrt_en, wrt_clk, wrt_rst_n);
	reg [6:0] wrt_bin;
	wire [6:0] wrt_gray_next, wrt_bin_next;
	wire full_val;
	always @(posedge wrt_clk or negedge wrt_rst_n)
	if (!wrt_rst_n) 
		{wrt_bin, wrt_ptr} <= 0;
	else
		{wrt_bin, wrt_ptr} <= {wrt_bin_next, wrt_gray_next};
	assign wrt_bin_next = wrt_bin + (wrt_en & ~full);
	assign wrt_gray_next = (wrt_bin_next>>1) ^ wrt_bin_next;
	assign wrt_addr = wrt_bin[5:0];
	assign full_val = (wrt_gray_next=={~wq2_rd_ptr[6:5], wq2_rd_ptr[4:0]});
	always @(posedge wrt_clk or negedge wrt_rst_n)
		if (!wrt_rst_n) 
			full <= 1'b0;
		else 
			full <= full_val;
endmodule
```
`./run.sh`:
```
#!/bin/bash
# OpenROAD 26Q1-2900-gdf79404cd8, Yosys 0.63+post, stock flow scripts
make -C /OpenROAD-flow-scripts/flow DESIGN_CONFIG=/design/flow/config.mk WORK_HOME=/design/flow/orfs finish
```
`./config.mk`:
```
export PLATFORM = sky130hd
export DESIGN_NAME = asynchronous_fifo
export DESIGN_NICKNAME = asynchronous_fifo
export VERILOG_FILES = /design/flow/design.v
export SDC_FILE = /design/flow/constraint.sdc
export NUM_CORES = 4
export LEC_CHECK = 1
export CORE_UTILIZATION = 40
```
==> COMMIT_EDITMSG <==
Add synthesis and place-and-route results

* Most frequent cells after synthesis: 1024 x sky130_fd_sc_hd__edfxtp_1, 230 x sky130_fd_sc_hd__mux4_2, 107 x sky130_fd_sc_hd__nor2_1
- The number of buffers and inverters on the critical path is 4.
* Library cell contributing the largest single delay on the critical path: sky130_fd_sc_hd__dfrtp_4
- Dominant register cell in the synthesized netlist: sky130_fd_sc_hd__edfxtp_1
* CP Capture Type: output port
* Transition time of the tightest slew-check pin: around 1.2 ns
- The worst register-to-register path has a setup slack of approximately 29 ns.
- In this run, the number of DRC markers left after iteration 0 of detailed routing was 1173.
- The synthesis log from Yosys contains 5 warnings.
* Die height: between 300 and 400 µm
- The synthesized design devotes to its leading area cell type ~74% of total area.
* First-pass DRT Iterations: 7
- Across the VDD grid, the largest voltage drop is roughly 46 µV.
- Critical path's largest stage delay: just under 0.9 ns
* Worst slack, placed: 21.39 ns
- Counting every sink on the clock net gives approximately 1100.
- Final hold violation count: 0
- Class of the tightest hold or removal check: reg -> reg
- Total grt overflow: 0
- Setup repair after global routing left no endpoint under its margin.
- STA classifies the critical path startpoint as a flip-flop.
* Routed via count divided by cell count: ~5.5
- Routability congestion estimate: 0.860
* Max-Slew Margin vs Limit: between 10% and 20%
- After synthesis, the netlist uses roughly 52 different library cells.
- I/O pin total: around 40
* Post-layout instance area: 47100 µm²
- In this run the post-CTS setup repair buffer count came out at 0.
- Seq/Total Area, Yosys: 77.6%
* Instance tally after logic synthesis: between 1500 and 2000
* Pin count of the biggest net entering global routing: between 60 and 70
- TritonCTS clock tree: done
* Setup skew after layout: 0.0256 ns
- Total power normalized to cell area comes to around 83 nW/µm².
* Detailed Route WL: a little under 100000 µm
* Horizontal die dimension: 324 µm
* Required @ worst endpoint: ~26 ns
- Lkg Pwr: roughly 15 nW
- The HPWL after detailed placement is 53900 µm.
* Number of max-cap violations: 0
* Run status: finished, final reports clean
- Synthesis inferred between 1000 and 1500 register bits.
- Of all flip-flops after synthesis, the portion carrying an async set or reset was under 10%.
* Chip area estimate from yosys synthesis: 41400 µm²
- Counting stages on the worst path, the most repeated cell is sky130_fd_sc_hd__buf_4.
- Vias in the first global route: around 21000
- Placeable core region: roughly 100000 µm²
- Antenna violations before repair: 2
- The final route contains just under 20000 vias.
* Post-cts repair resize count: 0
- Per the synthesis report, the dominant area consumer among library cells is sky130_fd_sc_hd__edfxtp_1.
- A synthesized cell averages approximately 22 µm².
- Start point of the worst hold path: re.rd_ptr[6]
- In this run, synthesis inferred about 1000 flip-flops with an integrated enable.
- CTS Hold Buffers Added: 6
- After routing, the total negative slack on setup checks comes to 0 ns.
* Maximum fanout along the worst path: about 47
* Number of cell instances after yosys synthesis: ~1900
- Drc violations: 0
- In this run the full chip footprint comes out at 105000 µm².
- Hold-critical path depth: 0
- The final timing report gives a worst setup slack of between 20 and 25 ns.
- The logs give a warning total of 28.
- Critical path, cell by cell: buf_4 -> buf_4 -> buf_4 -> mux4_2 -> o22ai_1 -> nor2_1 -> nand3_1 -> o41ai_1 -> clkdlybuf4s50_1
- Data arrival time at the worst-slack endpoint: roughly 4.9 ns
- Per the detail_route report, routed wire per instance is 27.2 µm.
- Worst Path Class, Setup: reg -> out
- Routed Antenna Nets: 0
- Once the floorplan was initialized, standard cells occupied between 40 and 50% of the core.
- For the worst flop-to-flop path, the logic depth is 8.
* Floorplan row count: between 100 and 150
- Buffers placed on the I/O ports in this run total 38.
- The kind of cell with the highest combined delay along the critical path is buffers and inverters.
* Critical register-to-register path startpoint: re.rd_bin[0]
* Cell Area, Synth: 41400 µm²
- Area after DPL: 43700 µm²
- Per the final layout report, the fraction of cells sized above drive strength 1 comes to roughly a quarter.
* Area contributors post-synth: sky130_fd_sc_hd__edfxtp_1 74%, sky130_fd_sc_hd__mux4_2 13%, sky130_fd_sc_hd__dfrtp_1 3.3%
- End point of the worst hold path: srw.temp_ptr[6]
- Worst reg2reg endpoint: re.empty
- Wire length of the first global-routing pass: roughly 140000 µm
* P&R area growth vs syn: 13.6%
- Clock-pin slew was measured on the worst setup and hold paths at approximately 0.06 ns.
* Final setup violating endpoints: 0
- In the final report, the number of pins over their slew limit comes to 0.
* Dominant cell by count in the synthesized netlist: sky130_fd_sc_hd__edfxtp_1
* Final Total Pwr: around 4 mW
- Global routing used 20.8% of the available tracks.
[worst max path at each step]
stage,depth (start not counted),start,endpoint
CTS,9,re.rd_bin[0],rd_data[8]
global route,9,re.rd_bin[0],rd_data[8]
finish,9,re.rd_bin[0],rd_data[8]
[per-layer routing]
layer	up-vias	part of all wire [%]	global-route usage, %
met1	9952	34	26.1
met3	163	17	15.7
met5	-	0.13	0.694
met2	1120	46	29.9
li1	8333	-	-
met4	6	2.7	4.55
[power by group]
part	total [mW]	switching [mW]	internal (mW)
clock	1.16	0.498	0.662
combinational	1.10	0.613	0.486
sequential	1.65	0.0566	1.59
[per-stage QoR]
stage | utilization (%) | hold WS [ns] | cells
4_1_cts | 46.1 | 0.0976 | 3540
3_5_place_dp | 42.8 | 0.335 | 3340
5_1_grt | 46.1 | 0.130 | 3540
3_3_place_gp | 42.8 | 0.332 | 3340
2_1_floorplan | - | 0.331 | 1921
6_report | 46.1 | 0.129 | 3541
[final cells by class]
class / instances / area [µm²]
multi-input cells: 730 / 8620
well taps: 1368 / 1710
repair buffers: 164 / 1260
inverters: 4 / 15.0
clock buffers: 138 / 2820
flip-flops and latches: 1080 / 32200
diodes: 1 / 2.50
fillers: 8300 / 55100
clock inverters: 56 / 500
[kinds of logic after synthesis]
logic type / share of synthesized area, %
fa+ha+maj: 0.151
buf+inv: 1.63
flops: 77.6
simple gates: 2.83
compound gates: 2.72
mux: 14.0
xor+xnor: 1.07
[layout by cell type, fill, tap and decap left out, types with 16 or more instances in the layout]
cell type | synthesis | routed
sky130_fd_sc_hd__mux2_2 | 16 | 16
sky130_fd_sc_hd__nor3_1 | 17 | 17
sky130_fd_sc_hd__clkbuf_1 | 33 | 30
sky130_fd_sc_hd__edfxtp_1 | 1024 | 1024
sky130_fd_sc_hd__xor2_1 | 19 | 19
sky130_fd_sc_hd__nor2_1 | 107 | 107
sky130_fd_sc_hd__buf_4 | 18 | 120
sky130_fd_sc_hd__mux2i_1 | 18 | 18
sky130_fd_sc_hd__clkdlybuf4s50_1 | 0 | 22
sky130_fd_sc_hd__nand2_1 | 26 | 26
sky130_fd_sc_hd__clkbuf_16 | 0 | 108
sky130_fd_sc_hd__clkinv_2 | 0 | 16
sky130_fd_sc_hd__o22ai_1 | 82 | 82
sky130_fd_sc_hd__a211oi_1 | 33 | 33
sky130_fd_sc_hd__dfrtp_1 | 55 | 52
sky130_fd_sc_hd__nand3_1 | 25 | 25
sky130_fd_sc_hd__clkinv_1 | 1 | 23
sky130_fd_sc_hd__nor2b_1 | 36 | 36
sky130_fd_sc_hd__mux4_2 | 230 | 230
sky130_fd_sc_hd__buf_2 | 37 | 16
sky130_fd_sc_hd__o21ai_0 | 26 | 26
[registers in the layout (all words and copies together) (netlist names), 7 cells and up]
signal and flops:
fm.mem 1024, re.rd_ptr 7, srw.temp_ptr 7, srw.wq2_rd_ptr 7
swr.rq2_wrt_ptr 7, swr.temp_ptr 7, wf.wrt_ptr 7
Power is estimated from default activity; no workload was simulated.
